$ cat flow/run.sh
#!/bin/bash
# OpenROAD 26Q1-2900-gdf79404cd8, Yosys 0.63+post, stock flow scripts
make -C /OpenROAD-flow-scripts/flow DESIGN_CONFIG=/design/flow/config.mk WORK_HOME=/design/flow/orfs finish
$ cat flow/config.mk
export PLATFORM = sky130hd
export DESIGN_NAME = axi4_lite_traffic_gen
export DESIGN_NICKNAME = axi4_lite_traffic_gen
export VERILOG_FILES = /design/flow/design.v
export SDC_FILE = /design/flow/constraint.sdc
export NUM_CORES = 4
export LEC_CHECK = 1
export CORE_AREA = 10 10 140 140
export DIE_AREA = 0 0 150 150
$ cat flow/constraint.sdc
current_design axi4_lite_traffic_gen

set clk_period 4.2
set clk_io_pct 0.2

create_clock -name clk0 -period $clk_period [get_ports {clk_i}]

set non_clock_inputs [all_inputs -no_clocks]
set_input_delay [expr $clk_period * $clk_io_pct] -clock clk0 $non_clock_inputs
set_output_delay [expr $clk_period * $clk_io_pct] -clock clk0 [all_outputs]
$ cat flow/design.v
 package bp_fpga_host_pkg;
  typedef enum logic [7:0]
  {
    e_fpga_host_nbf_write_4     = 8'b0000_0010  
    ,e_fpga_host_nbf_write_8    = 8'b0000_0011  
    ,e_fpga_host_nbf_read_4     = 8'b0001_0010  
    ,e_fpga_host_nbf_read_8     = 8'b0001_0011  
    ,e_fpga_host_ctrl_set        = 8'b0100_0000  
    ,e_fpga_host_ctrl_clear      = 8'b0100_0001  
    ,e_fpga_host_ctrl_write      = 8'b0100_0010  
    ,e_fpga_host_ctrl_read       = 8'b0100_0011  
    ,e_fpga_host_nbf_core_done  = 8'b1000_0000  
    ,e_fpga_host_nbf_error      = 8'b1000_0001  
    ,e_fpga_host_nbf_putch      = 8'b1000_0010  
    ,e_fpga_host_nbf_fence      = 8'b1111_1110  
    ,e_fpga_host_nbf_finish     = 8'b1111_1111  
  } bp_fpga_host_nbf_opcode_e;
  typedef struct packed {
    logic wr_resp;
    logic wr_error;
    logic rd_error;
  } fpga_host_ctrl_s;
  localparam fpga_host_ctrl_gp = 32'h0000_0000;
 endpackage
`timescale 1ns / 1ps
module axi4_lite_traffic_gen(
  input clk_i
  , input reset_n_i
  , output logic [27:0] araddr_o
  , output logic [2:0] arprot_o
  , input arready_i
  , output logic arvalid_o
  , output logic [27:0] awaddr_o
  , output logic [2:0] awprot_o
  , input awready_i
  , output logic awvalid_o
  , output logic bready_o
  , input [1:0] bresp_i
  , input bvalid_i
  , input [63:0] rdata_i
  , output logic rready_o
  , output logic [1:0] rresp_o
  , input rvalid_i
  , output logic [63:0] wdata_o
  , input wready_i
  , output logic [7:0] wstrb_o
  , output logic wvalid_o
  , output logic rd_error_o
  , output logic wr_error_o
  , output logic done_o
  , input start_i
  );
  logic [27:0] addr_r, addr_n;
  logic [63:0] data_r, data_n;
  typedef enum logic [2:0]
  {
    e_reset
    ,e_ready
    ,e_write_send
    ,e_write_data_send
    ,e_write_resp
    ,e_read_send
    ,e_read_check
    ,e_done
  } state_e;
  state_e state_r, state_n;
  logic reset_r;
  always_ff @(posedge clk_i) begin
    reset_r <= reset_n_i;
  end
  logic rd_error_r, rd_error_n;
  assign rd_error_o = rd_error_r;
  logic wr_error_r, wr_error_n;
  assign wr_error_o = wr_error_r;
  always_ff @(posedge clk_i) begin
    if (~reset_r) begin
      addr_r <=  '0;
      data_r <= '0;
      state_r <= e_reset;
      rd_error_r <= '0;
      wr_error_r <= '0;
    end else begin
      addr_r <= addr_n;
      data_r <= data_n;
      state_r <= state_n;
      rd_error_r <= rd_error_r | rd_error_n;
      wr_error_r <= wr_error_r | wr_error_n;
    end
  end
  always_comb begin
    state_n = state_r;
    data_n = data_r;
    addr_n = addr_r;
    rd_error_n = 1'b0;
    wr_error_n = 1'b0;
    awaddr_o = '0;
    awvalid_o = 1'b0;
    awprot_o = 3'b001;
    araddr_o = '0;
    arvalid_o = 1'b0;
    arprot_o = 3'b001;
    bready_o = 1'b0;
    rready_o = '0;
    rresp_o = '0;
    wdata_o = '0;
    wstrb_o = '0;
    wvalid_o = '0;
    done_o = '0;
    unique case(state_r)
      e_reset: begin
        state_n = e_ready;
      end
      e_ready: begin
        state_n = start_i ? e_write_send : e_ready;
      end
      e_write_send: begin
        awvalid_o = 1'b1;
        awaddr_o = addr_r;
        if (awready_i) begin
          state_n = e_write_data_send;
        end
      end
      e_write_data_send: begin
        wvalid_o = 1'b1;
        wdata_o = {'0, addr_r};
        wstrb_o = '1;
        if (wready_i) begin
          addr_n = addr_r + 'd8;
          state_n = e_write_resp;
        end
      end
      e_write_resp: begin
        if (bvalid_i) begin
          bready_o = 1'b1;
          wr_error_n = ((bresp_i == 2'b10) || (bresp_i == 2'b11));
          state_n = (addr_r == '0)
              ? e_read_send
              : e_write_send;
        end
      end
      e_read_send: begin
        arvalid_o = 1'b1;
        araddr_o = addr_r;
        if (arready_i) begin
          state_n = e_read_check;
        end
      end
      e_read_check: begin
        if (rvalid_i) begin
          rd_error_n = rdata_i != {'0, addr_r};
          addr_n = addr_r + 'd8;
          rready_o = 1'b1;
          rresp_o = 2'b00;
          state_n = (addr_n == '0) ? e_done : e_read_send;
        end
      end
      e_done: begin
        done_o = 1'b1;
      end
      default: begin
        state_n = e_reset;
      end
    endcase
  end
endmodule
==> out/qor.yml <==
global_route:
  grt_max_degree: 29
  antenna_found_initial: 0
  grt_pass1_vias: 3482
  grt_usage_pct: 11.7
  grt_pass1_wl_um: 20400
  grt_overflow: 0
cts:
  clock_sinks: 36
  cts_resized: 0
  post_cts_buffers: 0
  clock_latency_ns: 0.28
  cts-htree-levels: 2
  clk_pin_slew_worst_paths_ns: 0.06
  clockRootBuffer: "clkbuf_16"
  numCtsBuffers: 5
  holdBufCountCts: 0
  clock_path_buffers: 2
  cts_tree: "done"
sta:
  holdWs_ns: 0.446
  rsz0062_at_grt: "false"
  tightestPinTransition_ns: 0.576
  drv_slew: 0
  max_freq_mhz: 280
  clock_skew_ns: 0.00435
  period_used_pct: 85.0
  finalHoldViolations: 0
  setup_viol: 0
  fin_ws_ns: 0.630
  fin_tns_setup_ns: 0
  finalCriticalPeriod_ns: 3.57
  relSlewSlack_pct: 61.6
setup_path:
  reg2reg_slack_ns: 1.64
  crit_chain: "or3_1 -> or3_1 -> nor3_2 -> buf_4 -> and2_1 -> clkdlybuf4s50_1"
  cp.arrival_ns: 2.73
  crit_cells: 6
  critPathMaxStageDelay_ns: 0.48
  r2r-end: "state_r[5]$_DFF_P_"
  cp_top_family: "simple AND/OR/NAND/NOR gates"
  slowest_stage: "or3_1"
  worstSetupStartpointType: "register"
  setup.worst_path.end: "awaddr_o[15]"
  crit_type: "register to primary output"
  path_common_cell: "or3_1"
  path_max_fanout: 20
  critPathCaptureType: "primary output"
  path_buffers: 2
  worstPathRequired_ns: 3.36
  r2r_cells: 6
  critical_path.startpoint: "state_r[0]$_DFF_P_"
  regToRegStartpoint: "addr_r[12]$_SDFFE_PN0P_"
min_path:
  min_path_type: "register to register"
yosys:
  yosys_warnings: 1
  synth.avg_cell_area_um2: 7.42
  synthCells: 471
  top_area_cell: "dfxtp_1"
  ys_cells: 471
  netlist.area_leader.share_pct: 20.6
  ff_type: "dfxtp_1"
  synth_chip_area_mm2: 0.00349
  edf_count: 0
  netlist_area_mm2: 0.00349
  synth_flops: 36
  async_reset_ff_share_pct: 0
  ys_seq_share_pct: 20.6
  area_leaders: "dfxtp_1 (21%), buf_4 (14%), and2_1 (13%)"
  ys_types: 50
route:
  antenna_left: 0
  drtIter0Drc: 241
  antennaDiodeCount: 0
  wl_per_cell_um: 17.1
  vias: 3482
  vias_per_cell: 4.26
  drt_pre_antenna_iters: 4
  wl_um: 14000
  drc: 0
finish:
  synthToLayoutAreaGrowth_pct: 47.1
  fin_area_mm2: 0.00514
  drive_above_1_share_pct: 3.85
flow_run:
  drv_cap: 0
  openroad.warnings: 28
power:
  powerDensity_mw_per_mm2: 177
  peakVddDrop_uv: 128
  finalPower_w: 0.000910
  power_leakage_nw: 1.94
floorplan:
  fp.dieW_um: 150
  core-area_mm2: 0.0166
  dieArea_mm2: 0.0225
  die_h_um: 150
  fp_util_pct: 21.1
  io_pins: 218
  placementRows: 47
placement:
  dp_slack_ns: 0.861
  hpwlAfterDp_um: 11300
  io_buffer_count: 163
  placed_area_mm2: 0.00499
  gp_congestion: 0.895
status:
  status: "completed"
[cell usage in the layout (no fill, tap or decap), drive strengths merged, types with 2 or more instances in the layout]
cell type / count
a31oi: 3
o22ai: 2
nand2: 21
nor3: 15
and3: 4
a21oi: 17
dfxtp: 36
o21ai: 9
and2: 74
or3: 10
conb: 53
clkdlybuf4s50: 163
or4: 2
mux2i: 2
nor4: 24
clkbuf: 7
inv: 9
xnor2: 20
nor2: 30
buf: 5
xor2: 27
nand2b: 4
ha: 3
nand3: 19
a22oi: 2
nand4: 15
nor2b: 2
and4: 6
[cell usage after synthesis (all sizes together), types with 10 or more instances]
| cell | instances |
|---|---|
| xor2 | 27 |
| nor4 | 24 |
| dfxtp | 36 |
| a21oi | 17 |
| xnor2 | 20 |
| nand3 | 19 |
| or3 | 10 |
| clkbuf | 24 |
| buf | 76 |
| and2 | 74 |
| nand2 | 21 |
| nand4 | 15 |
| nor3 | 15 |
| nor2 | 30 |
[power by group]
part           switching [W]  leakage (nW)  internal, W  total (W)
sequential        0.00000814         0.292     0.000347   0.000355
combinational      0.0000735          1.58     0.000105   0.000178
clock               0.000141        0.0701     0.000236   0.000377
[cell type report]
cell class              count  area [um^2]
multi-input cells         377         2290
inverters                   9         33.8
well taps                 220          275
flip-flops and latches     36          721
fillers                  1808        11400
clock buffers               7          143
clock inverters             1         7.51
repair buffers            168         1670
[routing by layer]
layer | vias to the layer above | global-route usage (%) | share of wire [%]
li1 | 1725 | - | -
met1 | 1541 | 15.6 | 44
met4 | 0 | 0.972 | 0.71
met3 | 7 | 5.03 | 14
met2 | 209 | 17.9 | 41
met5 | - | 0 | 0
[sequential cells by signal, summed over array words and instances, names as in the netlist]
register / flops
reset_r: 1
wr_error_r: 1
state_r: 8
addr_r: 25
rd_error_r: 1
[cell families after synthesis]
kind of cell,count (synthesis),share of synthesized area [%]
AND-OR/OR-AND,41,7.49
XOR/XNOR,47,11.8
adder cells (fa/ha/maj),3,1.07
buffers and inverters,109,19.3
flip-flops,36,20.6
multiplexers,2,0.573
other,2,0.215
AND/OR/NAND/NOR,231,38.9
[tightest hold or removal path: stages, from the launching register on]
cell and delay [ns]:
dfxtp_1 0.31, inv_1 0.05, a21oi_1 0.05
[worst min path at each step]
stage	startpoint	endpoint	slack, ns	cells past startpoint
6_report	rd_error_r$_SDFF_PN0_	rd_error_r$_SDFF_PN0_	0.45	2
5_1_grt	rd_error_r$_SDFF_PN0_	rd_error_r$_SDFF_PN0_	0.48	2
4_1_cts	rd_error_r$_SDFF_PN0_	rd_error_r$_SDFF_PN0_	0.45	2
[per-stage QoR]
| stage | cells | utilization [%] |
|---|---|---|
| 6_report | 818 | 31.0 |
| 5_1_grt | 818 | 31.0 |
| 4_1_cts | 818 | 31.0 |
| 3_5_place_dp | 810 | 30.1 |
| 3_3_place_gp | 810 | 30.1 |
| 2_1_floorplan | 522 | - |
Power is estimated from default activity; no workload was simulated.
