### flow/run.sh
#!/bin/bash
# OpenROAD 26Q1-2900-gdf79404cd8, Yosys 0.63+post, stock flow scripts
make -C /OpenROAD-flow-scripts/flow DESIGN_CONFIG=/design/flow/config.mk WORK_HOME=/design/flow/orfs finish
### flow/constraint.sdc
current_design led_pwm

set clk_period 2.3
set clk_io_pct 0.2

create_clock -name clk0 -period $clk_period [get_ports {clk_i}]

set non_clock_inputs [all_inputs -no_clocks]
set_input_delay [expr $clk_period * $clk_io_pct] -clock clk0 $non_clock_inputs
set_output_delay [expr $clk_period * $clk_io_pct] -clock clk0 [all_outputs]
### flow/design.v
 package bp_fpga_host_pkg;
  typedef enum logic [7:0]
  {
    e_fpga_host_nbf_write_4     = 8'b0000_0010  
    ,e_fpga_host_nbf_write_8    = 8'b0000_0011  
    ,e_fpga_host_nbf_read_4     = 8'b0001_0010  
    ,e_fpga_host_nbf_read_8     = 8'b0001_0011  
    ,e_fpga_host_ctrl_set        = 8'b0100_0000  
    ,e_fpga_host_ctrl_clear      = 8'b0100_0001  
    ,e_fpga_host_ctrl_write      = 8'b0100_0010  
    ,e_fpga_host_ctrl_read       = 8'b0100_0011  
    ,e_fpga_host_nbf_core_done  = 8'b1000_0000  
    ,e_fpga_host_nbf_error      = 8'b1000_0001  
    ,e_fpga_host_nbf_putch      = 8'b1000_0010  
    ,e_fpga_host_nbf_fence      = 8'b1111_1110  
    ,e_fpga_host_nbf_finish     = 8'b1111_1111  
  } bp_fpga_host_nbf_opcode_e;
  typedef struct packed {
    logic wr_resp;
    logic wr_error;
    logic rd_error;
  } fpga_host_ctrl_s;
  localparam fpga_host_ctrl_gp = 32'h0000_0000;
 endpackage
`timescale 1ns / 1ps
module led_pwm
  #(parameter bits_p = 4)
  (input clk_i
   ,input reset_i
   ,input en_i
   ,input incr_i
   ,input decr_i
   ,output logic led_o
   );
  logic [bits_p-1:0] count_r, count_n;
  logic [bits_p-1:0] cycles_r, cycles_n;
  always_ff @(posedge clk_i) begin
    if (reset_i) begin
      count_r <= 'd0;
      cycles_r <= 'd0;
    end else begin
      count_r <= count_n;
      cycles_r <= cycles_n;
    end
  end
  always_comb begin
    count_n = count_r + 'd1;
    led_o = en_i & (count_r < cycles_r);
    if (en_i) begin
      cycles_n = cycles_r + incr_i - decr_i;
    end else begin
      cycles_n = cycles_r;
    end
  end
endmodule
### flow/config.mk
export PLATFORM = sky130hd
export DESIGN_NAME = led_pwm
export DESIGN_NICKNAME = led_pwm
export VERILOG_FILES = /design/flow/design.v
export SDC_FILE = /design/flow/constraint.sdc
export NUM_CORES = 4
export LEC_CHECK = 1
export CORE_AREA = 10 10 74 74
export DIE_AREA = 0 0 84 84
==> job_summary.md <==
## Implementation flow summary

| Metric | Value |
|---|---|
| Via count | `about 360` |
| Largest net degree at the start of global routing | `10` |
| Synth area leader | `dfxtp_1` |
| Total power draw | `469.1 uW` |
| Yosys top cell area share | `33.07%` |
| Drt wl/cell | `7.793 um` |
| Share of cells above drive strength 1 | `14.75%` |
| Initial DRT Pass Iterations | `2` |
| Total global-route track usage | `under 10%` |
| Avg Inst Size Synth | `9.312 um2` |
| Drc violations | `0` |
| FP Util | `between 10% and 20%` |
| Arrival time worst endpoint | `between 2 and 2.5 ns` |
| Reg clk slew, reported paths | `around 0.040 ns` |
| Clock network power share | `a little over a third` |
| Pint | `344.2 uW` |
| Post-synth seq share | `33.07%` |
| Final worst setup slack | `between 0.15 and 0.2 ns` |
| Most frequent cells in the layout | `8 x nor2_1, 8 x ha_1, 7 x dfxtp_1, 5 x inv_1, 4 x clkdlybuf4s50_1` |
| Synth top area cells | `dfxtp_1 33%, ha_1 21%, mux2i_1 6.2%, nor2_1 6.2%, a21o_1 4.7%` |
| CP required | `between 2 and 2.5 ns` |
| Gr busiest metal | `met1` |
| Cells after Synth | `between 50 and 60` |
| Final setup TNS | `0 ns` |
| Initial antenna violation count | `0` |
| Chip footprint | `7056 um2` |
| N_diodes | `0` |
| Cell Type Count | `19` |
| Worst setup EP type | `register` |
| Fin. max-slew vios | `0` |
| GR Overflow Total | `0` |
| Worst slew pin tran | `around 0.32 ns` |
| Switch share | `between 20% and 30%` |
| DPL Wire Length | `between 600 and 700 um` |
| Log Warnings | `25` |
| Post-route ant nets | `0` |
| Post CTS Setup Buffer Count | `0` |
| Slew Limit Headroom | `about four fifths` |
| Yosys warns | `1` |
| Fillers | `~440` |
| Gpl congestion | `approximately 0.77` |
| Vias per std cell | `approximately 3.2` |
| First-pass GRT wire length | `1497 um` |
| Status | `completed` |
| Unrepaired setup endpoints after global routing | `false` |
| Iter 0 DRT Violations | `29` |
| Fin crit share | `approximately 90%` |
| Sw power | `about 120 uW` |
| Startpoint Class | `input pin` |
| Vias in the first global route | `about 340` |
| Die height | `between 80 and 90 um` |
| Core box area | `3971 um2` |
| Leak | `0.0002919 uW` |
| Die X | `84 um` |
| GR met2 Demand/Resource | `between 2 and 3%` |
| Reg area | `approximately 160 um2` |
| Post-Place Setup Slack | `-0.07308 ns` |
| Comb power frac | `between 20% and 30%` |
| Pwr Density | `slightly above 700 nW/um2` |
| I/O pin count | `6` |
| Latency at later pin | `~0.22 ns` |
| TritonCTS Buffers | `3` |
| Maxcap violations | `0` |
| Yosys stat area | `484.2 um2` |
| Final hold vios | `0` |
| Fmax | `between 400 and 500 MHz` |
| Worst VDD drop | `between 0.2 and 0.25 mV` |
| Crit-path max FO | `2` |
| Share of total power in sequential cells | `36.0%` |
| Yosys stat cell total | `around 52` |
| M1 GR Usage | `approximately 3.6%` |
| Area of the mapped netlist | `484.2 um2` |
| MI comb area | `between 200 and 300 um2` |
| Final setup violation count | `0` |
| Area added between synthesis and finish | `34.63%` |
| CTS sink cnt | `8` |
| Met3 GRT Util | `between 2 and 2.5%` |
| Total wire length | `roughly 870 um` |
| H-tree depth | `1` |
| Worst hold slack | `0.4719 ns` |
| Row cnt | `23` |
| CTS tree | `yes` |
| Clock Skews | `roughly 0.0001 ns` |
| Finished Core Util | `approximately 16%` |
| PortBufs | `5` |
| Clk buf depth | `2` |
| Min cycle time layout | `2.122 ns` |
| WS Path Type | `input pin to register` |
| Worst hold-check path type | `register to register` |
| Flops out of synthesis | `8` |
| CTS root buffer | `clkbuf_8` |
==> state kept, by name, summed over array words and instances, names as in the netlist <==
name	count
count_r	4
cycles_r	4
==> final cells by class <==
| class | count | share of cell area (%) |
|---|---|---|
| inverter | 6 | 3.455 |
| timing repair buffer | 8 | 10.94 |
| multi-input combinational | 36 | 44.91 |
| tap | 50 | 9.597 |
| sequential | 8 | 24.76 |
| clock buffer | 3 | 6.334 |
==> power groups by stage <==
stage	sequential [uW]	clock (uW)	combinational [uW]
4_1_cts	169	168	138
5_1_grt	172	177	155
6_report	169	165	135
==> cells in the mapped netlist <==
cell type / count
mux2i_1: 3
a21o_1: 3
nand2b_1: 2
buf_2: 1
fa_1: 1
nand2_1: 2
mux2_1: 1
nor2b_1: 1
nor2_1: 8
inv_1: 6
clkbuf_1: 1
ha_1: 8
a211oi_1: 1
a21oi_1: 1
xor2_1: 1
nand3_1: 1
a21oi_2: 1
xnor2_1: 2
dfxtp_1: 8
==> metrics by stage <==
stage	std cells	cell area [um2]
6_report	111	651.9
5_1_grt	111	651.9
4_1_cts	111	651.9
3_5_place_dp	108	610.6
3_3_place_gp	108	610.6
2_1_floorplan	52	484.2
==> worst max-delay path: stages <==
cell and delay [ns]:
clkdlybuf4s50_1 0.46, ha_1 0.14, inv_1 0.05, ha_1 0.27
a21o_1 0.17, a21oi_2 0.14, mux2i_1 0.21, mux2_1 0.33
==> layer usage <==
metal / wire, um / part of all wire (%) / up-vias
met2: 254 / 29 / 9
met5: 0 / 0 / -
met3: 108 / 12 / 2
met4: 8 / 0.92 / 0
li1: - / - / 190
met1: 493 / 57 / 154
==> logic make-up (layout without fill, tap and decap cells) <==
kind of cell	count (synthesis)	count (layout)	synth area share [%]
mux	4	4	8.527
xor+xnor	3	3	5.427
buf+inv	8	17	6.458
compound gates	6	6	9.044
simple gates	14	14	12.66
flops	8	8	33.07
fa+ha+maj	9	9	24.81
==> repair_timing <==
action,in CTS,in global routing
endpoints found under the setup margin,1,0
gates resized,3,0
hold buffers,0,0
==> final timing paths <==
kind / slack (ns) / depth (start not counted) / to / start
max: 0.18 / 8 / cycles_r[3] / decr_i
min: 0.47 / 1 / count_r[0] / count_r[0]
max reg2reg: 0.43 / 8 / cycles_r[3] / cycles_r[0]
min reg2reg: 0.47 / 1 / count_r[0] / count_r[0]
Power and IR drop assume default switching activity.
