**design.v**
```verilog
 package bp_fpga_host_pkg;
  typedef enum logic [7:0]
  {
    e_fpga_host_nbf_write_4     = 8'b0000_0010  
    ,e_fpga_host_nbf_write_8    = 8'b0000_0011  
    ,e_fpga_host_nbf_read_4     = 8'b0001_0010  
    ,e_fpga_host_nbf_read_8     = 8'b0001_0011  
    ,e_fpga_host_ctrl_set        = 8'b0100_0000  
    ,e_fpga_host_ctrl_clear      = 8'b0100_0001  
    ,e_fpga_host_ctrl_write      = 8'b0100_0010  
    ,e_fpga_host_ctrl_read       = 8'b0100_0011  
    ,e_fpga_host_nbf_core_done  = 8'b1000_0000  
    ,e_fpga_host_nbf_error      = 8'b1000_0001  
    ,e_fpga_host_nbf_putch      = 8'b1000_0010  
    ,e_fpga_host_nbf_fence      = 8'b1111_1110  
    ,e_fpga_host_nbf_finish     = 8'b1111_1111  
  } bp_fpga_host_nbf_opcode_e;
  typedef struct packed {
    logic wr_resp;
    logic wr_error;
    logic rd_error;
  } fpga_host_ctrl_s;
  localparam fpga_host_ctrl_gp = 32'h0000_0000;
 endpackage
module axi4_lite_addr_control
 #(parameter words_per_block_p = 8
   ,parameter axi_addr_width_p = 28
   ,parameter axi_data_width_p = 64
   ,localparam axi_data_offset_lp = $clog2(axi_data_width_p)
   ,localparam word_cnt_width_lp = $clog2(words_per_block_p)
   ,localparam axi_addr_upper_bits_lp = axi_addr_width_p-axi_data_offset_lp-word_cnt_width_lp
 )
 (input                                 clk_i
  , input                               reset_i
  , input [axi_addr_width_p-1:0]        addr_i
  , input                               v_i
  , output logic                        ready_and_o
  , output logic [axi_addr_width_p-1:0] addr_o
  , output logic                        v_o
  , input                               ready_and_i
  , output logic                        done_o
  );
  if (words_per_block_p == 1) begin : passthrough
    assign addr_o = addr_i;
    assign v_o = v_i;
    assign ready_and_o = ready_and_i;
  end else begin : wraparound
    logic [axi_addr_width_p-1:0] addr_r, addr_n;
    logic [word_cnt_width_lp-1:0] cnt_r, cnt_n, wrap_cnt_r, wrap_cnt_n;
    wire is_last = (cnt_r == (words_per_block_p-1));
    assign done_o = is_last & v_o & ready_and_i;
    typedef enum logic [2:0]
    {
      e_reset
      ,e_first
      ,e_rest
    } state_e;
    state_e state_r, state_n;
    always_ff @(posedge clk_i) begin
      if (reset_i) begin
        state_r <= e_reset;
        addr_r <= '0;
        cnt_r <= '0;
        wrap_cnt_r <= '0;
      end else begin
        state_r <= state_n;
        addr_r <= addr_n;
        cnt_r <= cnt_n;
        wrap_cnt_r <= wrap_cnt_n;
      end
    end
    always_comb begin
      state_n = state_r;
      addr_o = '0;
      v_o = 1'b0;
      ready_and_o = 1'b0;
      addr_n = addr_r;
      cnt_n = cnt_r;
      wrap_cnt_n = wrap_cnt_r;
      unique case (state_r)
        e_reset: begin
          state_n = e_first;
        end
        e_first: begin
          addr_o = addr_i;
          v_o = v_i;
          ready_and_o = ready_and_i;
          state_n = (v_o & ready_and_i) ? e_rest : e_first;
          addr_n = addr_i;
          cnt_n = 'd1;
          wrap_cnt_n = addr_i[axi_data_offset_lp+:word_cnt_width_lp] + 'd1;
        end
        e_rest: begin
          addr_o = {addr_r[(axi_addr_width_p-1)-:axi_addr_upper_bits_lp], wrap_cnt_r, axi_data_offset_lp'(0)};
          v_o = 1'b1;
          if (v_o & ready_and_i) begin
            if (is_last) begin
              state_n = e_first;
              cnt_n = '0;
              wrap_cnt_n = '0;
              addr_n = '0;
            end
            else begin
              state_n = e_rest;
              wrap_cnt_n = wrap_cnt_r + 'd1;
              cnt_n = cnt_r + 'd1;
            end
          end
        end
        default: begin
          state_n = e_reset;
        end
      endcase
    end
  end
endmodule
```
**run.sh**
```bash
#!/bin/bash
# OpenROAD 26Q1-2900-gdf79404cd8, Yosys 0.63+post, stock flow scripts
make -C /OpenROAD-flow-scripts/flow DESIGN_CONFIG=/design/flow/config.mk WORK_HOME=/design/flow/orfs finish
```
**config.mk**
```make
export PLATFORM = sky130hd
export DESIGN_NAME = axi4_lite_addr_control
export DESIGN_NICKNAME = axi4_lite_addr_control
export VERILOG_FILES = /design/flow/design.v
export SDC_FILE = /design/flow/constraint.sdc
export NUM_CORES = 4
export LEC_CHECK = 1
export CORE_AREA = 10 10 96 96
export DIE_AREA = 0 0 106 106
```
**constraint.sdc**
```tcl
current_design axi4_lite_addr_control

set clk_period 3.0
set clk_io_pct 0.2

create_clock -name clk0 -period $clk_period [get_ports {clk_i}]

set non_clock_inputs [all_inputs -no_clocks]
set_input_delay [expr $clk_period * $clk_io_pct] -clock clk0 $non_clock_inputs
set_output_delay [expr $clk_period * $clk_io_pct] -clock clk0 [all_outputs]
```
==> results.py <==
# Flow results
metrics = {
    "cts": {
        "cts_buffers": 3,
        "cts_tree": "yes",
        "postCtsSetupRepairBufs": 0,
        "worstSkewPairLatency_ns": 0.27,
        "clockBufferDepth": 2,
        "cts-root-buf": "clkbuf_8",
        "clkTransAtPathRegs_ns": 0.10,
        "cts_sinks": 28,
        "htree_num_levels": 1,
        "ctsHoldBuffers": 0,
        "cts_resized": 0,
    },
    "die": {
        "die_x_um": 106,
        "dieArea_um2": 11200,
        "ios": 63,
        "num_rows": 31,
        "core_um2": 7210,
        "fp_util_pct": 19.7,
        "die_h_um": 106,
    },
    "sta": {
        "fmax_mhz": 396,
        "finalHoldViolCount": 0,
        "rsz0062_at_grt": "false",
        "fin_crit_sh_pct": 84.1,
        "tightest_slew_ns": 0.495,
        "slew_violations": 0,
        "fin_crit_ns": 2.52,
        "tns_ns": 0,
        "setup_viol": 0,
        "maxSlewHeadroom_pct": 66.9,
        "fin_worst_skew_ns": 0.00176,
    },
    "power_and_ir_drop": {
        "p_comb_share_pct": 22.1,
        "power_density_nw_per_um2": 377,
        "seq_power_share_pct": 49.2,
        "power_frac_clock_pct": 28.7,
        "switchingPower_w": 0.000205,
        "ir_drop_uv": 215,
        "cellInternalPower_w": 0.000624,
        "p_total_w": 0.000829,
        "p_leak_nw": 0.807,
        "p_sw_share_pct": 24.7,
    },
    "critical_path": {
        "start_kind": "input pin",
        "regToRegSetupSlack_ns": 1.32,
        "path_buffers": 2,
        "end_kind": "output port",
        "critical-path-top-delay-family": "buffers and inverters",
        "cpPeakStageDelay_ns": 0.62,
        "worstSetupPathType": "input pin to output port",
        "crit_fanout": 7,
        "path_cells": "clkdlybuf4s50_1 -> nand2_1 -> nor2b_1 -> clkdlybuf4s50_1",
        "slowest_stage": "clkdlybuf4s50_1",
        "critPathArrivalTime_ns": 1.92,
        "required_ns": 2.40,
        "crit_top_cell": "clkdlybuf4s50_1",
    },
    "min_path": {
        "hp-class": "flip-flop to flip-flop",
    },
    "synthesis": {
        "synth_cell_types": 29,
        "yosys_area_um2": 1420,
        "synth_area_um2": 1420,
        "ys_seq_share_pct": 39.4,
        "syn_area_per_cell_um2": 8.32,
        "yosysCellCount": 171,
        "ys.flops": 28,
        "yosysWarnings": 1,
        "netlist.area_leader.share_pct": 39.4,
        "syn_inst": 171,
        "synth_area_leader_cell": "dfxtp_1",
        "synthTopCellsByArea": "dfxtp_1 (39%), a22o_1 (14%), a21oi_1 (8.1%), nand3_1 (7.7%), nand2_1 (6.1%)",
    },
    "grt": {
        "overflow": 0,
        "grt_max_degree": 31,
        "use_met1_pct": 10.6,
        "met3_usage_pct": 1.65,
        "grt_use_total_pct": 7.99,
        "grt_pass1_vias": 1475,
        "grt.met2_usage_pct": 13.6,
        "busiest_layer": "met2",
        "antenna_found_initial": 0,
        "grt_pass1_wl_mm": 7.56,
    },
    "cells_and_area": {
        "drive_gt1_share_pct": 6.64,
        "comb_area_um2": 790,
        "area_delta_synth_final_pct": 54.6,
        "fill_cells": 788,
        "regArea_um2": 561,
    },
    "detailed_routing": {
        "n_antenna_cell": 0,
        "first_iter_violations": 33,
        "dr.pass1.iters": 4,
        "vias_per_cell": 4.42,
        "post_drt_wl_per_cell_um": 14.1,
        "drtAntennaViolNets": 0,
        "routed_wl_mm": 4.57,
        "vias": 1437,
        "drc": 0,
    },
    "outcome": {
        "status": "finished clean",
    },
    "place": {
        "hpwl_mm": 3.23,
        "place_congestion": 0.758,
        "port_buffers": 62,
    },
    "job": {
        "tool_warnings": 26,
        "drv_cap": 0,
    },
}
==> logic make-up (layout without fill, tap and decap cells) <==
logic type      count (synthesis)  after routing  share of synthesized area, %
simple gates                   67             67                          23.6
fa+ha+maj                       5              5                          4.40
xor+xnor                        1              1                         0.616
mux                             1              1                         0.704
flops                          28             28                          39.4
buf+inv                        16             71                          5.28
compound gates                 53             53                          26.0
==> sequential cells by signal, summed over array words and instances, names as in the netlist <==
name	count
wraparound.addr_r	19
wraparound.cnt_r	3
wraparound.state_r	3
wraparound.wrap_cnt_r	3
==> layout make-up <==
cell class	instances	share of cell area [%]
well taps	99	5.63
repair buffers	67	30.5
clock buffers	4	2.50
flip-flops and latches	28	25.5
multi-input cells	127	35.9
==> placed cells by master, fill, tap and decap left out <==
cell type,Yosys,final
clkdlybuf4s50_1,0,62
dfxtp_1,28,28
nand2_1,23,23
a21oi_1,23,23
a22o_1,22,22
nand3_1,22,22
and2_1,6,6
ha_1,5,5
clkbuf_8,0,4
buf_4,1,4
nor2_1,3,3
nor2b_1,4,3
and2_2,2,2
nor3_1,2,2
a21o_1,1,1
a22oi_1,1,1
a221oi_1,1,1
nor2b_2,0,1
nand2b_1,1,1
nand3_2,1,1
nand2_2,1,1
o22ai_1,1,1
o32a_2,1,1
or4b_1,1,1
o211ai_1,1,1
nor3b_1,1,1
xor2_1,1,1
a32oi_1,1,1
o21ai_1,1,1
mux2i_1,1,1
buf_12,0,1
==> path summary, 6_finish.rpt <==
path / depth (start not counted) / endpoint / startpoint
max: 4 / done_o / ready_and_i
min: 2 / wraparound.state_r[2] / wraparound.state_r[0]
max reg2reg: 5 / wraparound.addr_r[15] / wraparound.state_r[2]
min reg2reg: 2 / wraparound.state_r[2] / wraparound.state_r[0]
==> worst register-to-register path, delay by kind of cell, from the launching register on <==
kind,cells,cell delay (ns)
buffers and inverters,2,0.61
AOI/OAI and AO/OA,1,0.12
DFF,1,0.48
and+or+nand+nor,2,0.41
==> power groups by stage <==
stage	Combinational [W]	Sequential [W]	Clock [W]
after CTS	0.000187	0.000408	0.000254
after global routing	0.000205	0.000411	0.000263
final	0.000183	0.000408	0.000238
==> cells in the mapped netlist <==
cell type / count
dfxtp_1: 28
a21oi_1: 23
nand2_1: 23
a22o_1: 22
nand3_1: 22
buf_2: 9
and2_1: 6
clkbuf_1: 6
ha_1: 5
nor2b_1: 4
nor2_1: 3
and2_2: 2
nor3_1: 2
a21o_1: 1
a221oi_1: 1
a22oi_1: 1
a32oi_1: 1
buf_4: 1
mux2i_1: 1
nand2_2: 1
nand2b_1: 1
nand3_2: 1
nor3b_1: 1
o211ai_1: 1
o21ai_1: 1
o22ai_1: 1
o32a_2: 1
or4b_1: 1
xor2_1: 1
==> metal layers <==
layer  part of all wire (%)  wire length, um  up-vias
met5                      0                0        -
met4                    1.1               48        0
met3                    4.4              199        2
met2                     47             2130       35
met1                     48             2200      673
li1                       -                -      727
==> through the flow <==
step	instance area [um2]	hold slack [ns]	worst slack, ns	instances	util (%)
2_1_floorplan	1420	0.422	1.46	171	-
3_3_place_gp	2140	0.432	0.486	321	29.7
3_5_place_dp	2140	0.446	0.475	321	29.7
4_1_cts	2200	0.473	0.472	325	30.5
5_1_grt	2200	0.497	0.374	325	30.5
6_report	2200	0.465	0.478	325	30.5
No activity file was given, so power comes from the tool's default toggle rates.
